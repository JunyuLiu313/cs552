===== flow/config.mk =====
export PLATFORM = sky130hd
export DESIGN_NAME = if_id
export DESIGN_NICKNAME = if_id
export VERILOG_FILES = /design/flow/design.v
export SDC_FILE = /design/flow/constraint.sdc
export NUM_CORES = 4
export LEC_CHECK = 1
export CORE_AREA = 10 10 93 93
export DIE_AREA = 0 0 103 103

===== flow/constraint.sdc =====
current_design if_id

set clk_period 1.6
set clk_io_pct 0.2

create_clock -name clk0 -period $clk_period [get_ports {clk}]

set non_clock_inputs [all_inputs -no_clocks]
set_input_delay [expr $clk_period * $clk_io_pct] -clock clk0 $non_clock_inputs
set_output_delay [expr $clk_period * $clk_io_pct] -clock clk0 [all_outputs]

===== flow/run.sh =====
#!/bin/bash
# OpenROAD 26Q1-2900-gdf79404cd8, Yosys 0.63+post, stock flow scripts
make -C /OpenROAD-flow-scripts/flow DESIGN_CONFIG=/design/flow/config.mk WORK_HOME=/design/flow/orfs finish

===== flow/design.v =====
`default_nettype none
module dff (q, d, clk, rst);
    output wire        q;
    input wire         d;
    input wire         clk;
    input wire         rst;
    reg            state;
    assign #(1) q = state;
    always @(posedge clk) begin
      state = rst? 0 : d;
    end
endmodule
`default_nettype wire
`default_nettype none
module if_id(   instr_f, pc_f, clk, rst, instr_d, pc_d, halt_d,
                stall_d, branchTaken);
input wire [15:0] instr_f, pc_f;
input wire clk, rst, branchTaken;
output wire [15:0] instr_d, pc_d;
output wire halt_d;
input wire stall_d;
wire [15:0] instr_stall, instr_branchTaken;
wire halt_f;
assign instr_stall = stall_d ? instr_d : instr_f;
assign instr_branchTaken = branchTaken ? 16'h0800 : instr_stall;
assign halt_f = !(|instr_branchTaken[15:11]);
dff HALT_IFID (.d(halt_f), .q(halt_d), .clk(clk), .rst(rst));
dff INSTR_IFID [15:0] (.d(instr_branchTaken), .q(instr_d), .clk(clk), .rst(rst));
dff PC_IFID [15:0] (.d(stall_d ? pc_d : pc_f), .q(pc_d), .clk(clk), .rst(rst));
endmodule 
`default_nettype wire

==> results.json <==
{
  "syn_area_per_cell_sq_um": 9.992,
  "ctsHoldBuffers": 0,
  "overflow": 0,
  "cts_tree": "done",
  "cts_setup_buffers": 0,
  "switchingPower_uw": 390.4,
  "chipArea_sq_um": 10610,
  "pwr-share-comb_pct": 15.1,
  "ys.flops": 33,
  "drt_first_pass_iters": 2,
  "gp_congestion": 0.7271,
  "p_int_uw": 1389,
  "crit_chain": "clkdlybuf4s50_1",
  "outcome": "completed",
  "power_density_nw_per_um2": 866.7,
  "dieHeight_um": 103,
  "worstPathRequired_ns": 1.28,
  "ioPinCount": 69,
  "cp-end-kind": "primary output",
  "yosys.stat.seqShare_pct": 45.28,
  "rows": 30,
  "layout_top_cell": "clkdlybuf4s50_1",
  "tightest_slew_ns": 0.2588,
  "power.leakage_uw": 0.0008410,
  "hold_path.startpoint": "stall_d",
  "drc": 0,
  "ys_cells": 146,
  "port_buffers": 68,
  "wirelength_mm": 3.407,
  "syn_area_sq_um": 1459,
  "ant_nets": 0,
  "clockPowerShare_pct": 35.5,
  "core_sq_um": 6756,
  "critPathTopFamily": "buffers and inverters",
  "grt_pass1_wl_mm": 5.195,
  "p_seq_share_pct": 49.5,
  "path_clk_slew_ns": 0.07,
  "lay_top_cells": "clkdlybuf4s50_1, nor2_1, dfxtp_1",
  "place_inst": 259,
  "fp_util_pct": 21.59,
  "yosys_warnings": 1,
  "slew_headroom_pct": 82.74,
  "cts.sinks": 33,
  "power_uw": 1780,
  "antenna_found_initial": 0,
  "setup_violations": 0,
  "post_synth_num_cell_types": 13,
  "rsz0062_at_grt": "no",
  "cts_resized": 0,
  "grt_pass1_vias": 1074,
  "drtIter0Drc": 13,
  "hold_class": "in2reg",
  "cp_max_fo": 3,
  "antenna_cells": 0,
  "routedWlPerCell_um": 12.81,
  "crit_path_start": "INSTR_IFID[11].state$_SDFF_PP0_",
  "synthToLayoutAreaGrowth_pct": 40.74,
  "ys_area_sq_um": 1459,
  "vias": 1014,
  "fillers": 697,
  "finalHoldViolations": 0,
  "final_max_slew_viol_count": 0,
  "warnings": 25,
  "crit_buf_inv": 1,
  "max-clock-path-buffers": 2,
  "start_kind": "flop",
  "cap_viol_max_count": 0,
  "fin_crit_sh_pct": 92.16,
  "worstSetupPathType": "reg2out",
  "switching_share_pct": 21.94,
  "max-vdd-ir-drop_v": 0.0003456,
  "setup_tns_ns": 0,
  "syn_inst": 146,
  "rr_startpoint": "INSTR_IFID[13].state$_SDFF_PP0_",
  "cts_max_level": 2,
  "grtUsageTotal_pct": 6.273,
  "grt_start_max_net_pins": 18,
  "fmax_mhz": 678.1,
  "timing.final.crit_period_ns": 1.475,
  "cts_buffers": 5,
  "finClkSkew_ns": 0.001135,
  "vias_per_cell": 3.812,
  "drive_gt1_share_pct": 6.989,
  "clock-root-buffer": "clkbuf_8",
  "fin_cells": 266,
  "hpwl_mm": 2.675,
  "die_w_um": 103,
  "max_stage_delay_ns": 0.50,
  "cp.arrival_ns": 1.15,
  "worstSkewPairLatency_ns": 0.28,
  "slowest_stage": "clkdlybuf4s50_1"
}
[routing by layer]
layer / vias to the layer above / track usage [%] / part of all wire, %
li1: 523 / - / -
met1: 439 / 7.643 / 43
met2: 47 / 9.605 / 42
met3: 5 / 3.791 / 14
met4: 0 / 0.7487 / 0.79
met5: - / 0 / 0
[sequential cells by signal, summed over array words and instances (netlist names)]
name	cells
PC_IFID.state	16
INSTR_IFID.state	16
HALT_IFID.state	1
[worst reg2reg max path: stages (launching register included)]
cell	delay, ns
dfxtp_1	0.33
nor2_1	0.10
a21oi_1	0.08
nor4b_2	0.24
[power groups by stage]
stage / Sequential (uW) / Clock, uW / Combinational (uW)
4_1_cts: 880 / 674 / 276
5_1_grt: 885 / 687 / 299
6_report: 880 / 631 / 268
[logic make-up after synthesis]
| kind of cell | Yosys count | share of synthesized area [%] |
|---|---|---|
| flops | 33 | 45.28 |
| simple gates | 39 | 11.32 |
| buf+inv | 40 | 20.93 |
| mux | 31 | 21.27 |
| compound gates | 3 | 1.201 |
[synthesized netlist by cell type, drive strengths merged]
master,count,area share [%]
buf,39,21
nor2,34,8.7
dfxtp,33,45
mux2i,31,21
a21oi,2,0.69
nor3,2,0.69
a211oi,1,0.51
clkbuf,1,0.26
nor2b,1,0.43
nor4b,1,1.0
or2,1,0.43
[stage by stage]
stage	worst slack, ns	hold WS (ns)	utilization [%]	area (sq um)
final	0.1254	0.4454	30.39	2053
after global routing	0.07151	0.4733	30.39	2053
after CTS	0.09372	0.4429	30.39	2053
after detailed placement	0.1341	0.4827	29.11	1967
after global placement	0.1522	0.4733	29.11	1967
after floorplan	0.4972	0.4406	-	1459
[area by class of cell]
| type | instances | area (sq um) | area share (%) |
|---|---|---|---|
| Timing Repair Buffer | 73 | 713.2 | 34.73 |
| Multi-Input combinational cell | 73 | 493.0 | 24.01 |
| Sequential cell | 33 | 660.6 | 32.18 |
| Tap cell | 80 | 100.1 | 4.875 |
| Clock buffer | 7 | 86.33 | 4.205 |
[worst paths after layout]
kind                                      to  slack (ns)  cells past startpoint
min reg2reg    PC_IFID[2].state$_SDFFE_PP0N_        0.49                      2
max reg2reg       HALT_IFID.state$_SDFF_PP0_        0.78                      3
max                              instr_d[11]        0.13                      1
min          INSTR_IFID[11].state$_SDFF_PP0_        0.45                      3
Power figures rest on the tool's default switching activity, not on a simulated workload.
