==> design.v <==
`default_nettype none
module dff (q, d, clk, rst);
    output wire        q;
    input wire         d;
    input wire         clk;
    input wire         rst;
    reg            state;
    assign #(1) q = state;
    always @(posedge clk) begin
      state = rst? 0 : d;
    end
endmodule
`default_nettype wire
`default_nettype none
module id_ex(   clk, rst,
                nop_d, nop_x, Rd_d, Rd_x,
                RegWrite_d, RegWrite_x,
                RsData_d, RtData_d, Imm_d, opcode_d, func_d, currPC_d,
                RsData_x, RtData_x, Imm_x, opcode_x, func_x, currPC_x,
                MemRead_d, MemWrite_d, MemToReg_d, branch_d, savePC_d, resultSel_d,
                MemRead_x, MemWrite_x, MemToReg_x, branch_x, savePC_x, resultSel_x,
                branchTaken,
                halt_d, halt_x, stall
            );
input wire clk, rst, nop_d, halt_d, branchTaken, stall;
output wire nop_x, halt_x;
input wire [2:0] Rd_d;
output wire [2:0] Rd_x;
input wire RegWrite_d;
output wire RegWrite_x;
input wire [15:0] RsData_d, RtData_d, Imm_d, currPC_d;
output wire [15:0] RsData_x, RtData_x, Imm_x, currPC_x;
input wire [4:0] opcode_d;
output wire [4:0] opcode_x;
input wire [1:0] func_d, resultSel_d;
output wire [1:0] func_x, resultSel_x;
input wire MemRead_d, MemWrite_d, MemToReg_d, branch_d, savePC_d;
output wire MemRead_x, MemWrite_x, MemToReg_x, branch_x, savePC_x;
wire halt = (branchTaken) ? 1'b0 : halt_d;
dff HaltDX (.d(stall ? halt_x : halt), .q(halt_x), .clk(clk), .rst(rst));
dff RsDX[15:0]  (.d(stall ? RsData_x : RsData_d), .q(RsData_x), .clk(clk), .rst(rst));
dff RtDX[15:0]  (.d(stall ? RtData_x : RtData_d), .q(RtData_x), .clk(clk), .rst(rst));
dff ImmDX[15:0] (.d(stall ? Imm_x : Imm_d), .q(Imm_x), .clk(clk), .rst(rst));
dff PCDX[15:0]  (.d(stall ? currPC_x : currPC_d), .q(currPC_x), .clk(clk), .rst(rst));
dff OpDX[4:0]   (.d(stall ? opcode_x : opcode_d), .q(opcode_x), .clk(clk), .rst(rst));
dff funcDX[1:0]   (.d(stall ? func_x : func_d), .q(func_x), .clk(clk), .rst(rst));
dff reSelDX[1:0]  (.d(stall ? resultSel_x : resultSel_d), .q(resultSel_x), .clk(clk), .rst(rst));
dff MemReadDX   (.d(stall ? 1'b0 : MemRead_d), .q(MemRead_x), .clk(clk), .rst(rst));
dff MemWriteDX  (.d(stall ? 1'b0 : MemWrite_d), .q(MemWrite_x), .clk(clk), .rst(rst | halt_x));
dff MemToRegDX  (.d(stall ? 1'b0 : MemToReg_d), .q(MemToReg_x), .clk(clk), .rst(rst));
dff branchDX    (.d(stall ? branch_x : branch_d), .q(branch_x), .clk(clk), .rst(rst));
dff savePcDX    (.d(stall ? 1'b0 : savePC_d), .q(savePC_x), .clk(clk), .rst(rst));
dff RegWriteDX  (.q(RegWrite_x), .d(stall ? 1'b0 : RegWrite_d), .clk(clk), .rst(rst));
dff RdDX [2:0]  (.q(Rd_x), .d(stall ? 3'b000 : Rd_d), .clk(clk), .rst(rst));
dff nopDX       (.d(stall ? 1'b1 : nop_d), .q(nop_x), .clk(clk), .rst(rst));
endmodule
`default_nettype wire
==> run.sh <==
#!/bin/bash
# OpenROAD 26Q1-2900-gdf79404cd8, Yosys 0.63+post, stock flow scripts
make -C /OpenROAD-flow-scripts/flow DESIGN_CONFIG=/design/flow/config.mk WORK_HOME=/design/flow/orfs finish
==> config.mk <==
export PLATFORM = sky130hd
export DESIGN_NAME = id_ex
export DESIGN_NICKNAME = id_ex
export VERILOG_FILES = /design/flow/design.v
export SDC_FILE = /design/flow/constraint.sdc
export NUM_CORES = 4
export LEC_CHECK = 1
export CORE_UTILIZATION = 50
==> constraint.sdc <==
current_design id_ex

set clk_period 1.0
set clk_io_pct 0.2

create_clock -name clk0 -period $clk_period [get_ports {clk}]

set non_clock_inputs [all_inputs -no_clocks]
set_input_delay [expr $clk_period * $clk_io_pct] -clock clk0 $non_clock_inputs
set_output_delay [expr $clk_period * $clk_io_pct] -clock clk0 [all_outputs]
==> ci_impl_report.md <==
### Flow metrics

| Metric | Value |
|---|---|
| Outcome | `complete, no violations` |
| Switch Pwr | `0.00153 W` |
| Flop pwr share | `50.6%` |
| Clock Sinks | `84` |
| First-pass DRT Iterations | `4` |
| CP Depth | `1` |
| DR iter-0 viols | `70` |
| CTS buffer count | `9` |
| CTS clk-pin slew, worst paths | `0.08 ns` |
| Syn Inst Count | `340` |
| CP max FO | `2` |
| Clock Power Share | `36.0%` |
| Crit path DAT | `0.78 ns` |
| Crit path largest cell delay | `0.32 ns` |
| WL final | `6.86 mm` |
| Top logic family | `multiplexers` |
| Synthesized area per cell | `10.3 um2` |
| Global-route wire length before repair | `10.9 mm` |
| Vias in the first global route | `2376` |
| Largest net degree at the start of global routing | `48` |
| Final min period | `0.979 ns` |
| IO Pins | `172` |
| Slowest CP cell | `dfxtp_2` |
| Total gr overflow | `0` |
| Avg WL per Cell | `12.6 um` |
| # H-tree levels | `3` |
| Xor/xnor share | `0%` |
| Max clock buf depth | `2` |
| Yosys stat area | `3500 um2` |
| Final period util | `97.9%` |
| Port Buffers | `171` |
| Die area | `7340 um2` |
| Startpoint Class | `flip-flop` |
| Layout cells sized above 1 | `42.6%` |
| Vias per Instance | `4.43` |
| Initial antenna violation count | `0` |
| Worst Max-Slew Pin Slew | `0.212 ns` |
| Yosys adder share | `0%` |
| Tot GR Track Use | `19.3%` |
| Synth warn | `1` |
| Power per cell area | `1550 nW/um2` |
| Internal | `0.00568 W` |
| Synth cell types | `14` |
| CTS tree | `yes` |
| Fp_density | `51.5%` |
| DPL Wire Length | `4.84 mm` |
| Drc violations | `0` |
| Post-detailed-route count of antenna-violating nets | `0` |
| FP Rows | `30` |
| Number of cells in Yosys stat | `340` |
| MUX share of area | `21.2%` |
| RSZ-0062 raised after global routing | `true` |
| Crit-path cells | `buf_2` |
| Yosys aoi share | `0.143%` |
| Power share of the combinational group | `13.3%` |
| Die extent in x | `85.7 um` |
| Synth Register Bits | `84` |
| Final setup fails | `0` |
| Tool warning count | `27` |
| Register share after synthesis | `48.1%` |
| Worst hold path type | `input port to flip-flop` |
| Final Hold Viols | `0` |
| Layout area overhead | `33.3%` |
| CP required | `0.80 ns` |
| CP bufs+invs | `1` |
| FMAX | `1.02 GHz` |
| Die H | `85.7 um` |
| Hold Path Depth | `3` |
| Clock Latency Late Sink | `0.33 ns` |
| Max-slew headroom | `85.7%` |
| Peak supply drop | `1320 uV` |
| CP top delay family | `flip-flops` |
| CP Capture Type | `primary output` |
| Syn Std Cell Area | `3500 um2` |
| Power Total | `0.00721 W` |
| Via count | `2411` |
| GP Congestion | `0.775` |
| Inserted Diodes | `0` |
| Worst Skew | `0.0000271 ns` |
| R2R cell count | `2` |
| Fin Setup TNS | `0 ns` |
| Max-cap violations | `0` |
| Core area | `6790 um2` |
| Switching Fraction | `21.2%` |
| Leakage power | `2.30 nW` |
| Slew Viols, Final | `0` |
| Simple-Gate Fraction of Synth Area | `10.1%` |
| Clock root buffer | `clkbuf_8` |
| Crit Path Category | `flip-flop to primary output` |
| Hold slack | `0.271 ns` |
worst reg2reg max path, delay by kind of cell, from the launching register on:
family                 cells  cell delay [ns]
buffers and inverters      1             0.12
flip-flops                 1             0.32
AND/OR/NAND/NOR            1             0.24
layout by cell type (no fill, tap or decap):
cell type	n
a21oi_1	1
and2_1	7
buf_12	4
buf_2	85
buf_4	13
bufinv_16	2
clkbuf_1	1
clkbuf_8	10
clkdlybuf4s50_1	85
clkinv_2	1
clkinv_4	1
dfxtp_1	9
dfxtp_2	75
mux2i_1	74
nand2_1	1
nor2_1	77
nor4b_1	1
or3b_1	1
layout make-up:
cell class,count,area [um2]
tap,96,120
multi-input combinational,162,1100
clock inverter,4,73.8
fill,543,2130
timing repair buffer,187,1450
sequential,84,1780
clock buffer,11,141
cells in the mapped netlist:
| library cell | count | share of area [%] |
|---|---|---|
| a21oi_1 | 1 | 0.14 |
| and2_1 | 7 | 1.3 |
| buf_12 | 2 | 1.1 |
| buf_2 | 5 | 0.71 |
| buf_4 | 80 | 17 |
| buf_6 | 2 | 0.64 |
| buf_8 | 1 | 0.43 |
| clkbuf_1 | 4 | 0.43 |
| dfxtp_1 | 84 | 48 |
| mux2i_1 | 74 | 21 |
| nand2_1 | 1 | 0.11 |
| nor2_1 | 77 | 8.3 |
| nor4b_1 | 1 | 0.25 |
| or3b_1 | 1 | 0.25 |
registers in the layout, summed over array words and instances, names as in the netlist, 2 cells and up:
signal,flops
ImmDX.state,16
OpDX.state,5
PCDX.state,16
RdDX.state,3
RsDX.state,16
RtDX.state,16
funcDX.state,2
reSelDX.state,2
power by group through the flow:
stage | Sequential [W] | Clock [W] | Combinational, W
CTS | 0.00365 | 0.00268 | 0.000964
global route | 0.00367 | 0.00284 | 0.00106
finish | 0.00365 | 0.00260 | 0.000962
worst paths after layout:
path | startpoint | to | slack (ns)
max reg2reg | HaltDX.state | MemWriteDX.state | 0.22
min reg2reg | ImmDX[15].state | ImmDX[15].state | 0.48
min | rst | ImmDX[2].state | 0.27
max | RtDX[13].state | RtData_x[13] | 0.02
stage by stage:
stage               worst slack [ns]  util (%)  instance area (um2)  instances
finish                        0.0212      68.7                 4660        544
global route                 -0.0231      68.7                 4660        544
CTS                          0.00573      68.2                 4630        540
detailed placement            -0.186      69.7                 4740        524
global placement              -0.187      69.7                 4740        524
floorplan                     0.0891         -                 3500        340
logic make-up (layout without fill, tap and decap cells):
group	count (synthesis)	in the layout
and+or+nand+nor	87	87
muxes	74	74
DFF	84	84
AOI/OAI and AO/OA	1	1
buffers and inverters	94	202
metal layers:
metal  track usage, %  wire, um  up-vias
met5                0         0        -
met4             2.27        93        0
met3             7.32       660        7
met2             30.8      3040       99
met1             27.0      3060     1084
li1                 -         -     1221
timing repair:
item / 4_1_cts / 5_1_grt
setup endpoints to repair: 84 / 64
hold buffers: 0 / 0
buffers inserted: 1 / 4
resized: 330 / 0
Power figures rest on the tool's default switching activity, not on a simulated workload.
