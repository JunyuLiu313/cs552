<file path="flow/design.v">
`default_nettype none
module dff (q, d, clk, rst);
    output wire        q;
    input wire         d;
    input wire         clk;
    input wire         rst;
    reg            state;
    assign #(1) q = state;
    always @(posedge clk) begin
      state = rst? 0 : d;
    end
endmodule
`default_nettype wire
`default_nettype none
module ex_mem(
    clk, rst, nop_x, nop_m, Rd_x, Rd_m, RegWrite_x, RegWrite_m,
    Addr_x, writeData_x, halt_x, MemWrite_x, MemRead_x, Rt_x, MemToReg_x, nxtPC_x,
    Addr_m, WriteData_m, halt_m, MemWrite_m, MemRead_m, Rt_m, MemToReg_m, nxtPC_m,
    resultSel_x, resultSel_m
);
    input wire clk, rst, nop_x, RegWrite_x;
    input wire [15:0] Addr_x, writeData_x, Rt_x, nxtPC_x;
    input wire halt_x, MemWrite_x, MemRead_x,MemToReg_x;
    input wire [2:0] Rd_x;
    output wire [15:0] Addr_m, WriteData_m, Rt_m, nxtPC_m;
    output wire halt_m, MemWrite_m, MemRead_m, MemToReg_m;
    output wire nop_m, RegWrite_m;
    output wire [2:0] Rd_m;
    input wire [1:0] resultSel_x;
    output wire [1:0] resultSel_m;
	dff iDFF0 [15:0] (.q(Addr_m), .d(Addr_x), .clk(clk), .rst(rst)); 
	dff iDFF1 [15:0] (.q(WriteData_m), .d(writeData_x), .clk(clk), .rst(rst)); 
	dff iDFF2 [15:0] (.q(Rt_m), .d(Rt_x), .clk(clk), .rst(rst)); 
	dff iDFF3 (.q(halt_m), .d(halt_x), .clk(clk), .rst(rst)); 
	dff iDFF4 (.q(MemWrite_m), .d(MemWrite_x), .clk(clk), .rst(rst)); 
	dff iDFF5 (.q(MemRead_m), .d(MemRead_x), .clk(clk), .rst(rst)); 
    dff iDFF6 (.q(MemToReg_m), .d(MemToReg_x), .clk(clk), .rst(rst)); 
    dff iDFF7 [15:0] (.q(nxtPC_m), .d(nxtPC_x), .clk(clk), .rst(rst)); 
    dff iDFF9 (.q(nop_m), .d(nop_x), .clk(clk), .rst(rst)); 
    dff iDFF10 (.q(RegWrite_m), .d(RegWrite_x), .clk(clk), .rst(rst)); 
    dff iDFF11[2:0] (.q(Rd_m), .d(Rd_x), .clk(clk), .rst(rst)); 
    dff iDFF12[1:0] (.q(resultSel_m), .d(resultSel_x), .clk(clk), .rst(rst)); 
endmodule
`default_nettype wire
</file>
<file path="flow/run.sh">
#!/bin/bash
# OpenROAD 26Q1-2900-gdf79404cd8, Yosys 0.63+post, stock flow scripts
make -C /OpenROAD-flow-scripts/flow DESIGN_CONFIG=/design/flow/config.mk WORK_HOME=/design/flow/orfs finish
</file>
<file path="flow/config.mk">
export PLATFORM = sky130hd
export DESIGN_NAME = ex_mem
export DESIGN_NICKNAME = ex_mem
export VERILOG_FILES = /design/flow/design.v
export SDC_FILE = /design/flow/constraint.sdc
export NUM_CORES = 4
export LEC_CHECK = 1
export CORE_UTILIZATION = 30
</file>
<file path="flow/constraint.sdc">
current_design ex_mem

set clk_period 1.0
set clk_io_pct 0.2

create_clock -name clk0 -period $clk_period [get_ports {clk}]

set non_clock_inputs [all_inputs -no_clocks]
set_input_delay [expr $clk_period * $clk_io_pct] -clock clk0 $non_clock_inputs
set_output_delay [expr $clk_period * $clk_io_pct] -clock clk0 [all_outputs]
</file>
==> notes.md <==
The implementation run finished. The flow ran to the end, and the final reports show no timing, DRC or antenna violations. Actual slew at the worst max-slew pin landed at ~190 ps. The flow measured a signed area growth from synthesis to layout of 36.4%. Share of post-route cells with drive strength above 1 landed at 0.302.

The smallest clock period supported by the final layout is computed as 949 ps. Maximum root-to-sink buffer count landed at 2. Setup slack closes at just over 50 ps.

Per the OpenROAD floorplan log, the area of the die is 0.00893 mm^2. The final timing report counts setup violations totalling 0. Global-route congestion overflow total landed at 0.

Number of antenna violations at the first check in global routing landed at 0. Static timing analysis puts the maximum clock frequency at 1.05 GHz. For this run, the register share of the synthesized area comes to 0.585. Count of instantiated cells in the yosys netlist landed at between 200 and 250. Flop and latch count out of synthesis landed at roughly 75.

Pin placement for this block handled 152 I/O pins. Measured along the y axis, the die boundary spans 94.5 um. Worst relative slew slack landed at 0.873. Total half-perimeter wirelength after legalization and detailed placement landed at between 3 and 4 mm. The script reports the combined buffer and inverter count of the critical path as 1. Dividing total power by cell area gives a power density of around 1800 mW/mm^2.

Placeable core area landed at between 0.008 and 0.009 mm^2. VDD sags by at most 842 uV. In this run the worst setup path terminates at Rt_m[1]. Number of fillers in the final layout landed at 816.

For this block, the initial DRC count from the detailed router was 30. Die boundary width landed at 94.5 um. Tracing the worst setup path back leads to its startpoint at iDFF2[1].state. In this run the number of H-tree levels came out at 3. Largest stage delay on the critical path landed at between 300 and 400 ps. In this run the tool buffered the top-level ports with 151 buffer cells. Grouping stages by cell kind, the critical path spends the most delay in flip-flops. Number of diodes landed at 0. In this run, CTS created clock tree buffers numbering 9. After detailed routing, the number of remaining DRC violations is 0. The analysis attributes to cell leakage a power of roughly 1.6 nW. The floorplan step records an initial core utilization of 0.311.

The final report lists a non-filler cell total of about 420. The via count of the first global-routing pass was between 1000 and 1500. The number of different library cells used by synthesis comes to 5. Post-synth area from yosys stat landed at approximately 0.0026 mm^2. Number of placed instances, taps included landed at ~410. The number of warnings reported in the stage logs is 26.

Post-placement setup slack landed at -1.86 ps. Max fanout on the critical path was recorded as 1. Synthesized instance count landed at 227. Setup repair after global routing could not meet its margin everywhere.

The routed design has ~4.5 mm of wire. Per the post-CTS timing run, clock transition at the registers of the reported paths is 80 ps. For reference, the final report shows the max-slew violation count at 0. The first global-routing pass estimated around 6.6 mm of wire. Wire length per cell landed at 10.7 um. The tree is rooted in a clkbuf_8. Number of maximum-capacitance constraint violations landed at 0. The synthesized netlist occupies a cell area of 0.00257 mm^2.

Weighted congestion at the end of routability-driven global placement landed at about 0.67. The final timing report lists a hold violation count of 0. For reference, the placement row count at floorplan is 33.

The largest individual stage delay along the critical path comes from the cell dfxtp_2. Post-detailed-route via-to-cell ratio landed at between 3 and 4. In this run the critical path is formed by buf_6. In this run the number of cells on the critical path is 1. The worst setup path is of the reg -> out kind. Mean post-synth cell area landed at 11.3 um^2. Per the post-route antenna check, the number of violating nets is 0. The first detailed-routing pass took 2 iterations. Total via count in the routed design landed at approximately 1500.

Warning count from the yosys run landed at 1. The worst setup path is launched from a flop. Maximum number of pins on one net before global-route repair landed at approximately 44. Required time at the worst-slack endpoint landed at 800 ps. The worst setup path is captured at an output port.

In this run the post-CTS setup repair buffer count came out at 0. TritonCTS built the clock tree. Of the available clock period, the critical path in the final layout requires 0.949. The report puts the hold buffer count at CTS at 0.

Summed over all routing layers, the global router reports a total usage of 0.0972. The min-delay analysis places its worst path in the category in -> reg. Count of clock tree sinks landed at 75.

Arrival time reported for the critical path endpoint landed at approximately 750 ps.
[worst min path at each step]
stage         from         endpoint  cells past startpoint
CTS            rst  iDFF0[14].state                      3
global route   rst  iDFF0[14].state                      3
finish         rst   iDFF1[1].state                      3
[power by group]
part	internal, W	leakage, nW	switching [W]
logic	0.000441	0.839	0.000126
registers	0.00315	0.626	0.0000301
clock network	0.00146	0.102	0.00104
[synth_stat cells]
cell	number	area [um^2]
dfxtp_1	75	1500
nor2b_1	75	469
buf_4	69	518
buf_6	6	67.6
buf_2	2	10.0
[cell families after synthesis]
logic type / Yosys count / synth area share
simple gates: 75 / 0.183
flops: 75 / 0.585
buf+inv: 77 / 0.232
[area by class of cell]
type                    count  area, um^2  area share
flip-flops and latches     75        1510       0.430
repair buffers            153        1180       0.336
multi-input cells          75         469       0.134
clock buffers              11         141      0.0404
well taps                 105         131      0.0375
clock inverters             4        75.1      0.0214
[cell usage in the layout, fill, tap and decap left out]
| cell | netlist | layout |
|---|---|---|
| clkbuf_1 | 0 | 1 |
| buf_6 | 6 | 1 |
| dfxtp_1 | 75 | 71 |
| dfxtp_2 | 0 | 4 |
| nor2b_1 | 75 | 75 |
| buf_2 | 2 | 75 |
| bufinv_16 | 0 | 2 |
| buf_12 | 0 | 2 |
| clkbuf_8 | 0 | 10 |
| clkinvlp_4 | 0 | 2 |
| clkdlybuf4s50_1 | 0 | 75 |
[stage by stage]
| step | total power [W] | hold WS (ps) | instance area, um^2 | TNS, ps | util |
|---|---|---|---|---|---|
| CTS | 0.00639 | 271 | 3490 | 0 | 0.423 |
| global route | 0.00656 | 294 | 3500 | -17.0 | 0.424 |
| detailed placement | 0.00398 | 650 | 3650 | -1.86 | 0.442 |
| finish | 0.00624 | 292 | 3500 | 0 | 0.424 |
| floorplan | 0.00356 | 328 | 2570 | 0 | - |
| global placement | 0.00397 | 647 | 3650 | 0 | 0.442 |
[flip-flops by register name (all words and copies together), names as in the netlist]
name	flops
iDFF12.state	2
iDFF6.state	1
iDFF7.state	16
iDFF10.state	1
iDFF5.state	1
iDFF0.state	16
iDFF2.state	16
iDFF9.state	1
iDFF1.state	16
iDFF4.state	1
iDFF3.state	1
iDFF11.state	3
[what timing repair did]
action	4_1_cts	5_1_grt
gates resized	229	3
endpoints found under the setup margin	75	3
hold endpoints to repair	0	0
cloned	0	0
[per-layer routing]
layer | up-vias | track usage | wire length (um)
li1 | 781 | - | -
met1 | 662 | 0.126 | 1860
met2 | 86 | 0.146 | 1910
met3 | 10 | 0.0490 | 624
met4 | 0 | 0.0265 | 106
met5 | - | 0 | 0
Power is estimated from default activity; no workload was simulated.
